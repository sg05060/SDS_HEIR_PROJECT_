--- flow/design.v ---
module counter_fsm #(
    parameter CNT_BIT = 31   
    )
    (
    input clk,
    input reset_n,
    input start_i,
    input [CNT_BIT - 1  :0] cnt_val_i,   
    input [CNT_BIT - 1 : 0] cnt_i,       
    output idle_o,
    output run_o,
    output done_o,
    output valid_o
);
    localparam IDLE = 2'b00;
    localparam RUN  = 2'b01;
    localparam DONE = 2'b10;
    reg [CNT_BIT - 1 : 0] cnt_val;
    always @(posedge clk, negedge reset_n) begin
        if (!reset_n) begin
            cnt_val <= {(CNT_BIT){1'b0}};        
        end else if (start_i) begin
            cnt_val <= cnt_val_i;        
        end 
    end
    reg [1:0] c_state, n_state;
    always @(posedge clk, negedge reset_n) begin
        if (!reset_n) begin
            c_state <= IDLE;
        end else begin
            c_state <= n_state;
        end
    end
    always @(*) begin
        n_state = c_state;     
        case (c_state) 
            IDLE : begin
                if (start_i) begin
                    n_state = RUN;   
                end 
            end
            RUN : begin
                if (cnt_i == cnt_val - 1) begin
                    n_state = DONE;  
                end
            end
            DONE : begin
                n_state = IDLE;  
            end
        endcase
    end
    reg valid, valid_n;
    always @(posedge clk, negedge reset_n) begin
        if (!reset_n) begin
            valid <= 1'b0;
        end else if (n_state == RUN) begin
            valid <= 1'b1;
        end else begin
            valid <= valid_n;
        end
    end
    always @(*) begin
        valid_n = 1'b0;
    end
    assign idle_o   = (c_state == IDLE);
    assign run_o    = (c_state == RUN);
    assign done_o   = (c_state == DONE);
    assign valid_o  = valid;
endmodule
--- flow/run.sh ---
#!/bin/bash
# OpenROAD 26Q1-2900-gdf79404cd8, Yosys 0.63+post, stock flow scripts
make -C /OpenROAD-flow-scripts/flow DESIGN_CONFIG=/design/flow/config.mk WORK_HOME=/design/flow/orfs finish
--- flow/config.mk ---
export PLATFORM = sky130hd
export DESIGN_NAME = counter_fsm
export DESIGN_NICKNAME = counter_fsm
export VERILOG_FILES = /design/flow/design.v
export SDC_FILE = /design/flow/constraint.sdc
export NUM_CORES = 4
export LEC_CHECK = 1
export CORE_UTILIZATION = 40
--- flow/constraint.sdc ---
current_design counter_fsm

set clk_period 11.9
set clk_io_pct 0.2

create_clock -name clk0 -period $clk_period [get_ports {clk}]

set non_clock_inputs [all_inputs -no_clocks]
set_input_delay [expr $clk_period * $clk_io_pct] -clock clk0 $non_clock_inputs
set_output_delay [expr $clk_period * $clk_io_pct] -clock clk0 [all_outputs]
==> Slide: Implementation Results <==
Implementation Results

Status
  – Status: finished clean

GRT
  – First-pass GRT wire length: 9.50 mm
  – Grt met2 use: 0.287
  – Met3 global-route usage: 0.0248
  – Largest net degree at the start of global routing: ~40
  – Initial antenna violation count: 0
  – GRT overflow: 0
  – GRT Total Usage: 0.191
  – Vias in the first global route: approximately 2000
  – Met1 Usage GRT: 0.309
  – Most Crowded Layer GR: met1

CTS
  – Late-Pin Clk Latency: roughly 280 ps
  – CTS H-Tree Depth: 2
  – Clock transition at path regs: ~60 ps
  – Post-CTS setup buffer count: 0
  – CTS tree: built
  – Post_cts resized: 0
  – Clk root buf: clkbuf_8
  – Cts hold-fix bufs: 0
  – Max Root-Sink Buffers: 2
  – CTS Sinks: 35
  – Total CTS buffers: 5

Final timing
  – RSZ-0062 raised after global routing: false
  – Setup TNS: 0 ps
  – Final Setup Violations: 0
  – Hold Slack: around 460 ps
  – Fmax achieved: 0.236 GHz
  – Fin. max-slew vios: 0
  – Clock Skews: 3.43 ps
  – Worst-Margin Slew: ~520 ps
  – Final Hold Viols: 0
  – Period utilization: 0.356
  – Slew HR: 0.646
  – Min cycle time layout: roughly 4200 ps

Setup path
  – CP Data Arrival Time: 4460 ps
  – CP max stage delay: 530 ps
  – Reg2Reg Depth: 9
  – FF-to-FF Start: cnt_val[0]
  – Critical path type: input pin to flop
  – Worst path slowest cell: a2111oi_0
  – CP required: ~12000 ps
  – Critical-path maximum fanout: 6
  – Crit. End Element: flop
  – Crit path launch type: input pin
  – Worst-path cell chain: clkdlybuf4s50_1 > xnor2_1 > a21oi_1 > a2111oi_0 > nand3_1 > nor4_1 > and3_1
  – RR Endpoint: c_state[2]
  – R2r setup slk: between 9000 and 10000 ps

Synth
  – Post-Syn Instances: approximately 260
  – Synth cell count leaders: 34 x dfrtp_1, 27 x mux2_2, 19 x xnor2_1, 18 x nand2_1, 17 x xor2_1
  – Post-synth regs: 35
  – Cell total in the yosys stat output: about 260
  – Biggest area cells: dfrtp_1 34%, mux2_2 12%, xnor2_1 6.6%, xor2_1 5.9%, nand2_1 2.7%
  – Avg Cell Area, Syn: around 9.7 sq um
  – Yosys simple share: 0.244
  – YS warnings: 1
  – Post-synth EDFFs: 0
  – Area leader share: 0.337
  – Synth area leader: dfrtp_1
  – Most frequent cell after synthesis: dfrtp_1
  – Area of the mapped netlist: approximately 2500 sq um
  – Post-synth seq share: 0.348
  – Mux area share: 0.144
  – Yosys stat area: around 2500 sq um
  – Compound-Gate Fraction of Synth Area: 0.101
  – Comb area leader: simple AND/OR/NAND/NOR gates
  – Xor/xnor share: 0.134
  – Synth Flop Type: dfrtp_1
  – Distinct lib cells used: between 50 and 60
  – Fa+ha+maj area frac: 0.00496
  – FFs w/ async S/R, synth: 1.00

Finish
  – Post-Layout Cell Count: between 400 and 500
  – Share of layout cells above drive strength 1: 0.145
  – Filler cells: roughly 530
  – Layout Area Growth over Synthesis: 33.4%
  – Post-route cell area: around 3400 sq um

Floorplan
  – I/O pins: just under 70
  – Full die area: 6630 sq um
  – Chip Width: between 80 and 90 microns
  – # rows: 28
  – Core ar.: between 5000 and 6000 sq um
  – Die height: between 80 and 90 microns
  – Init Core Util: 0.421

Routing
  – Total wire length: between 5 and 6 mm
  – Pre-antenna DRT Iters: 4
  – Number of vias per cell: between 5 and 6
  – Post-route ant nets: 0
  – Total vias in the final route: 2153
  – First DRT Iteration DRCs: approximately 100
  – Post-DR wirelength/cell: approximately 14 microns
  – Antenna fix cells: 0
  – DRC: 0

Placed design
  – # port buffers: between 60 and 70
  – DP HPWL: approximately 4.5 mm
  – Dpl cell area: 3290 sq um
  – RePlAce Congestion: 0.909
  – Post-Place Cells: 399

Worst hold path
  – Hold Crit Start: c_state[1]
  – Hold Path Depth: 1
  – Hold Crit Class: flop to flop
  – Hold path endpoint: c_state[0]

Pwr
  – Peak supply drop: 0.0000725 V
  – Leak: ~1.3 nW
  – Total chip power: ~0.32 mW
  – Cell Pwr Density: 95.2 nW/um^2

Job
  – Max-cap violation count: 0
  – Count of tool warnings: 25
## area by class of cell
cell class | count | area [sq um] | share of cell area
inverters | 9 | 33.8 | 0.0100
clock buffers | 8 | 80.1 | 0.0238
flip-flops and latches | 35 | 877 | 0.260
multi-input cells | 210 | 1590 | 0.471
repair buffers | 70 | 696 | 0.207
well taps | 75 | 93.8 | 0.0279
## where the power goes
group | switching [mW] | internal (mW)
Combinational | 0.0391 | 0.0531
Sequential | 0.0174 | 0.129
Clock | 0.0402 | 0.0416
## cells in the final DEF (no fill, tap or decap), types with 2 or more instances in the layout
cell type,n
nor4b_1,4
clkbuf_8,5
a21oi_1,13
a2111oi_0,2
nand3_1,5
o21ai_0,10
nor2_1,16
clkbuf_1,3
nor3_1,8
nand4_1,6
mux2i_1,6
or3_1,3
clkdlybuf4s50_1,68
inv_1,9
xnor2_1,19
nor4_2,3
nand3b_1,3
nor4_1,10
nor4_4,2
and3_1,4
nand2_1,18
xor2_1,17
dfrtp_1,34
mux2_2,27
a31oi_1,2
or2_2,2
buf_4,2
nand2b_1,3
or4_1,2
## critical path, delay by kind of cell
| family | cells | cell delay (ps) |
|---|---|---|
| compound gates | 2 | 650 |
| simple gates | 3 | 600 |
| buf+inv | 1 | 440 |
| xor+xnor | 1 | 390 |
## state kept, by name, indices dropped and copies added, names as in the netlist
register  count
c_state       3
cnt_val      31
valid         1
## per-layer routing
| metal | vias to the layer above | routed length (microns) |
|---|---|---|
| met3 | 8 | 266 |
| li1 | 1101 | - |
| met5 | - | 0 |
| met2 | 53 | 2400 |
| met1 | 991 | 2950 |
| met4 | 0 | 64 |
## through the flow
| stage | setup slack (ps) | utilization |
|---|---|---|
| 2_1_floorplan | 8060 | - |
| 3_3_place_gp | 7470 | 0.549 |
| 3_5_place_dp | 7420 | 0.549 |
| 4_1_cts | 7710 | 0.562 |
| 5_1_grt | 7400 | 0.562 |
| 6_report | 7660 | 0.562 |
## how the worst max path moves through the flow
| stage | from | cells past startpoint | slack, ps | end |
|---|---|---|---|---|
| after CTS | cnt_i[18] | 7 | 7710 | c_state[1] |
| after global routing | cnt_i[18] | 7 | 7400 | c_state[1] |
| final | cnt_i[18] | 7 | 7660 | c_state[1] |
## kinds of logic (layout without fill, tap and decap cells)
family,after synthesis,in the layout
compound gates,40,40
xor+xnor,37,37
fa+ha+maj,1,1
buf+inv,15,87
flops,35,35
mux,33,33
simple gates,99,99
No activity file was given, so power comes from the tool's default toggle rates.
