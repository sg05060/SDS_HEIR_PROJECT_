### ./constraint.sdc
current_design BRAM_accessor

set clk_period 1.9
set clk_io_pct 0.2

create_clock -name clk0 -period $clk_period [get_ports {clk}]

set non_clock_inputs [all_inputs -no_clocks]
set_input_delay [expr $clk_period * $clk_io_pct] -clock clk0 $non_clock_inputs
set_output_delay [expr $clk_period * $clk_io_pct] -clock clk0 [all_outputs]
### ./design.v
`timescale 1ns / 1ps
module BRAM_accessor 
# (
    parameter CNT_BIT = 31,
    parameter DWIDTH_1 = 32,
    parameter DWIDTH_2 = 64,
    parameter AWIDTH = 8,
    parameter MEM_SIZE = 256,
    parameter IN_DATA_WIDTH = 8
)
(
    input clk,
    input reset_n,
    input start_run_i, 
    input [CNT_BIT - 1 : 0] run_count_i, 
    input [DWIDTH_1 - 1 : 0] q_b0_i,
    input [DWIDTH_2 - 1 : 0] q_b1_i,
    output idle_o,
    output read_o,
    output write_o,
    output done_o,
    output [AWIDTH - 1 : 0] addr_b0_o,
    output ce_b0_o,
    output we_b0_o,
    output [DWIDTH_1 - 1 : 0] d_b0_o,
    output [AWIDTH - 1 : 0] addr_b1_o,
    output ce_b1_o,
    output we_b1_o,
    output [DWIDTH_2 - 1 : 0] d_b1_o
);
core_controller#(
    .CNT_WIDTH   ( 12 ),
    .DATA_WIDTH  ( 32 ),
    .CNT_BIT     ( 31 ),
    .IN_DATA_WIDTH ( 8 )
)u_core_controller(
    .clk         ( clk         ),
    .rst_n       ( rst_n       ),
    .start_run_i ( start_run_i ),
    .number_i    ( number_o    ),
    .valid_core_i     ( valid_o     ),
    .result_o    ( result_o    ),
    .valid_core_o     ( valid_core_o     )
);
  wire [AWIDTH - 1 : 0] addr_b0_w;
  wire ce_b0_w;
  wire we_b0_w;
  wire [DWIDTH_1 - 1 : 0] d_b0_w;
  wire [AWIDTH - 1 : 0] addr_b1_w;
  wire ce_b1_w;
  wire we_b1_w;
  wire [DWIDTH_2 - 1 : 0] d_b1_w;
  wire done_w, read_w, write_w;
input_controller#(
    .CNT_WIDTH                   ( 12 ),
    .DATA_WIDTH                  ( 32 ),
    .CNT_BIT                     ( 31 )
)u_input_controller(
    .clk                         ( clk                         ),
    .rst_n                       ( rst_n                       ),
    .q0_o                        ( q0_o                        ),
    .q1_o                        ( q1_o                        ),
    .start_run_i                 ( start_run_i                 ),
    .run_count_i                 ( run_count_i                 ),
    .read_o                      ( read_w                      ),
    .number_o                    ( number_o                    ),
    .valid_o                     ( valid_o                     ),
    .addr0_o                     ( addr_b0_w                     ),
    .ce0_o                       ( ce_b0_w                       ),
    .we0_o                       ( we_b0_w                       ),
    .d0_o                        ( d_b0_w                        ),
    .addr1_o                   ( addr1_o                     ),
    .ce1_o                       ( ce1_o                       ),
    .we1_o                       ( we1_o                       ),
    .d1_o                        ( d1_o                        )
);
output_controller#(
    .CNT_WIDTH                   ( 12 ),
    .DATA_WIDTH                  ( 32 ),
    .CNT_BIT                     ( 31 )
)u_output_controller(
    .clk                         ( clk                         ),
    .rst_n                       ( rst_n                       ),
    .q0_o                        ( q0_o                        ),
    .q1_o                        ( q1_o                        ),
    .run_count_i                 ( run_count_i                 ),
    .result_i                    ( result_i                    ),
    .valid_i                     ( valid_i                     ),
    .write_o                     ( write_w                     ),
    .done_o                      ( done_w                     ),
    .addr0_o                     ( addr_b1_w                     ),
    .ce0_o                       ( ce_b1_w                       ),
    .we0_o                       ( we_b1_w                       ),
    .d0_o                        ( d_b1_w                        ),
    .addr1_o                    ( addr1_o                     ),
    .ce1_o                       ( ce1_o                       ),
    .we1_o                       ( we1_o                       ),
    .d1_o                        ( d1_o                        )
);
  assign idle_o = start_run_i;
  assign read_o = read_w;
  assign write_o = write_w;
  assign done_o = done_w;
  assign addr_b0_o = addr_b0_w;
  assign ce_b0_o = ce_b0_w;
  assign we_b0_o = we_b0_w;
  assign d_b0_o = d_b0_w;
  assign addr_b1_o = addr_b1_w;
  assign ce_b1_o = ce_b1_w;
  assign we_b1_o = we_b1_w;
  assign d_b1_o = d_b1_w;
endmodule
module acc_core
# (
    parameter IN_DATA_WIDTH = 8,
    parameter DWIDTH = IN_DATA_WIDTH * 4
)
(
    input clk, reset_n,
    input [IN_DATA_WIDTH - 1 : 0] number_i,
    input valid_i,
    input run_i,
    output valid_o,
    output [DWIDTH - 1 : 0] result_o
);
    reg [DWIDTH - 1 : 0] temp, temp_n;   
    reg valid;   
    always @(posedge clk, negedge reset_n) begin
      if (!reset_n) begin
        temp <= {(DWIDTH){1'b0}};
        valid <= 0;
      end else begin
        temp <= temp_n;
      end
    end
    always @(*) begin
        temp_n = temp;     
        valid = 0;
        if (valid_i && run_i) begin
            temp_n = temp + number_i;
            valid = 1;
        end
    end
    assign result_o = temp_n;
    assign valid_o = valid;
endmodule
module core_controller #(
    parameter CNT_WIDTH = 12,  
    parameter DATA_WIDTH = 32,  
    parameter CNT_BIT = 31,
    parameter IN_DATA_WIDTH = 8
    )
    (
    input clk,
    input rst_n,
    input start_run_i,
    input [DATA_WIDTH - 1 : 0] number_i,
    input valid_core_i,
    output [DATA_WIDTH - 1 : 0] result_o,
    output valid_core_o
    );
    reg [IN_DATA_WIDTH - 1 : 0] number1, number2, number3, number4;
    reg valid_1, valid_2, valid_3, valid_4;
    reg [DATA_WIDTH - 1 : 0] result, result_1, result_2, result_3, result_4;
    always @(posedge clk or negedge rst_n) begin
        if(!rst_n) begin
            result <= 0;
        end else if (valid_core_i) begin
            number1 <= number_i [1 * IN_DATA_WIDTH - 1 : 0];
            number2 <= number_i [2 * IN_DATA_WIDTH - 1 : 1 * IN_DATA_WIDTH];
            number3 <= number_i [3 * IN_DATA_WIDTH - 1 : 2 * IN_DATA_WIDTH];
            number4 <= number_i [4 * IN_DATA_WIDTH - 1 : 3 * IN_DATA_WIDTH];
        end
    end
    acc_core#(
        .IN_DATA_WIDTH ( IN_DATA_WIDTH ),
        .DWIDTH        ( 2 * IN_DATA_WIDTH )
    )u_acc_core_1(
        .clk           ( clk           ),
        .reset_n       ( rst_n       ),
        .number_i      ( number1      ),
        .valid_i       ( valid_i      ),
        .run_i         ( start_run_i   ),
        .valid_o       ( valid_1       ),
        .result_o      ( result_1      )
    );
    acc_core#(
        .IN_DATA_WIDTH ( IN_DATA_WIDTH ),
        .DWIDTH        ( 2 * IN_DATA_WIDTH )
    )u_acc_core_2(
        .clk           ( clk           ),
        .reset_n       ( rst_n       ),
        .number_i      ( number2      ),
        .valid_i       ( check_w       ),
        .run_i         ( start_run_i   ),
        .valid_o       ( valid_2       ),
        .result_o      ( result_2      )
    );
    acc_core#(
        .IN_DATA_WIDTH ( IN_DATA_WIDTH ),
        .DWIDTH        ( 2 * IN_DATA_WIDTH )
    )u_acc_core_3(
        .clk           ( clk           ),
        .reset_n       ( rst_n       ),
        .number_i      ( number3      ),
        .valid_i       ( check_w       ),
        .run_i         ( start_run_i   ),
        .valid_o       ( valid_3       ),
        .result_o      ( result_3      )
    );
    acc_core#(
        .IN_DATA_WIDTH ( IN_DATA_WIDTH ),
        .DWIDTH        ( 2 * IN_DATA_WIDTH )
    )u_acc_core_4(
        .clk           ( clk           ),
        .reset_n       ( rst_n       ),
        .number_i      ( number4      ),
        .valid_i       ( check_w       ),
        .run_i         ( start_run_i   ),
        .valid_o       ( valid_4       ),
        .result_o      ( result_4      )
    );
    assign result_o = {result_4, result_3, result_2, result_1};
    assign valid_core_o = (valid_1 & valid_2 & valid_3 & valid_4);
endmodule
module input_controller #(
    parameter CNT_WIDTH = 12,  
    parameter DATA_WIDTH = 32,  
    parameter CNT_BIT = 31
    )
    (
    input clk,
    input rst_n,
    input [DATA_WIDTH - 1 : 0] q0_o,
    input [DATA_WIDTH - 1 : 0] q1_o,   
    input start_run_i,
    input [CNT_BIT - 1 : 0] run_count_i,
    output reg read_o,
    output [DATA_WIDTH - 1 : 0] number_o,
    output reg valid_o,
    output [CNT_WIDTH - 1 : 0] addr0_o,
    output ce0_o,
    output we0_o,
    output [DATA_WIDTH - 1 : 0] d0_o,  
    output [CNT_WIDTH - 1 : 0] addr1_o,
    output ce1_o,
    output we1_o,
    output [DATA_WIDTH - 1 : 0] d1_o
    );
    reg [CNT_WIDTH - 1 : 0] cnt, cnt_n;
    always @(posedge clk, negedge rst_n) begin
        if (!rst_n) begin
            cnt <= {(CNT_WIDTH){1'b0}};
        end else begin
            cnt <= cnt_n;
        end
    end
    always @(*) begin
        cnt_n = cnt;     
        read_o = 0;
        valid_o = 0;
        if (start_run_i) begin
          cnt_n = cnt + 'd1;
          read_o = 1;
          valid_o = 1;
        end
        if (cnt_n == run_count_i - 1) begin
          read_o = 0;
        end
    end
    assign addr0_o = cnt;
    assign number_o = q0_o;
    assign ce0_o = read_o;
endmodule
module output_controller #(
    parameter CNT_WIDTH = 12,  
    parameter DATA_WIDTH = 32,  
    parameter CNT_BIT = 31
    )
    (
    input clk,
    input rst_n,
    input [DATA_WIDTH - 1 : 0] q0_o,
    input [DATA_WIDTH - 1 : 0] q1_o, 
    input [CNT_BIT - 1 : 0] run_count_i,    
    input [DATA_WIDTH - 1 : 0] result_i,
    input valid_i,
    output reg write_o,
    output reg done_o,
    output [CNT_WIDTH - 1 : 0] addr0_o,
    output ce0_o,
    output we0_o,
    output [DATA_WIDTH - 1 : 0] d0_o, 
    output [CNT_WIDTH - 1 : 0] addr1_o,
    output ce1_o,
    output we1_o,
    output [DATA_WIDTH - 1 : 0] d1_o
    );
    reg [CNT_WIDTH - 1 : 0] cnt, cnt_n;
    always @(posedge clk, negedge rst_n) begin
        if (!rst_n) begin
            cnt <= {(CNT_WIDTH){1'b0}};
        end else begin
            cnt <= cnt_n;
        end
    end
    always @(*) begin
        cnt_n = cnt;     
        write_o = 0;
        done_o = 0;
        if (valid_i) begin
          cnt_n = cnt + 'd1;
          write_o = 1;
        end
        if (cnt_n == run_count_i - 1) begin
          write_o = 0;
          done_o = 1;
        end
    end
    assign addr0_o = cnt;
    assign d0_o = result_i;
    assign ce0_o = write_o;
endmodule
### ./run.sh
#!/bin/bash
# OpenROAD 26Q1-2900-gdf79404cd8, Yosys 0.63+post, stock flow scripts
make -C /OpenROAD-flow-scripts/flow DESIGN_CONFIG=/design/flow/config.mk WORK_HOME=/design/flow/orfs finish
### ./config.mk
export PLATFORM = sky130hd
export DESIGN_NAME = BRAM_accessor
export DESIGN_NICKNAME = BRAM_accessor
export VERILOG_FILES = /design/flow/design.v
export SDC_FILE = /design/flow/constraint.sdc
export NUM_CORES = 4
export LEC_CHECK = 1
export CORE_AREA = 10 10 104 104
export DIE_AREA = 0 0 114 114
==> flow_summary.toml <==
# synthesis and place-and-route metrics
[status]
outcome = "finished, violations left"
failing_checks = "negative setup slack"

[final_layout]
seq_cells = 0
synthToLayoutAreaGrowth_pct = 26.45
layout.filler_cells = 978
seqCellArea_um2 = 0
finalCoreUtilization_pct = 19.51
final_layout_size_suffix_gt1_share_pct = 28.74
instances_no_fill = 356
final.clkbuf_count = 0
final_design_area_no_fill_um2 = 1693

[sta]
hold_slack_ns = 1.325
finalWorstSetupSlack_ns = -0.6679
achievable-frequency_mhz = 389.4
setup_total_negative_slack_ns = -1.943
min_period_ns = 2.568
slew_viol_final = 0
finalSetupViolations = 3
hold_viol_final = 0
final.period_utilization_pct = 135.2
grt_setup_unrepaired = "yes"

[logic_synthesis]
synth.avg_cell_area_um2 = 7.397
netlist.area_leader.share_pct = 66.17
netlist_cell_types = 29
netlist_area_um2 = 1339
ys_cells = 181
synth_warnings = 75
synth_top_cell_by_area = "sky130_fd_sc_hd__buf_4"
ys_seq_share_pct = 0
synthesis.instances = 181
ys_top_cells_by_area = "sky130_fd_sc_hd__buf_4 66%, sky130_fd_sc_hd__nor4_4 3.2%, sky130_fd_sc_hd__nor4_1 2.8%"
synth_chip_area_um2 = 1339

[worst_setup_path]
cp.buffers_inverters = 4
timing.critical_path.to_type = "output pin"
critical_path_peak_fanout = 6
worstPathRequired_ns = 1.52
cpMaxStageDelayCell = "sky130_fd_sc_hd__nor4_4"
timing.critical_path.cells = "buf_6, nor4_4, nand4b_4, buf_4, buf_6, o41ai_1, and3_1, and3_1, dlygate4sd2_1"
timing.critical_path.slowest_cell_delay_ns = 0.35
critPathLaunchType = "input pin"
worstSetupPathType = "input pin to output pin"
cp_top_family = "simple AND/OR/NAND/NOR gates"
crit_path_start = "run_count_i[4]"
cp_data_arrival_time_ns = 2.19

[floorplan]
die_w_um = 114
floorplanUtilization_pct = 15.43
die.size.y_um = 114
pin_count = 250
die_area_um2 = 13000
rows = 34
design.core.area_um2 = 8678

[route]
vias_per_cell = 3.006
routed_wirelength_um = 3890
dr.pass1.iters = 4
drtIter0Drc = 17
drt.antenna.violating_nets = 0
post_detailed_route_wirelength_per_cell_um = 10.93
dr_total_vias = 1070
remaining_drc_errors = 0

[grt]
met3_usage_pct = 1.276
number_of_antenna_violations_at_the_first_check_in_global_routing = 2
grt.busiest_layer = "met2"
grt_max_degree = 8
groute.layer.met2.usage_pct = 9.036
globalRouteOverflowTotal = 0
first_pass_grt_wire_length_um = 5685
grt.total_usage_pct = 5.040
number_of_global_route_vias_before_repair = 1245
grt.met1_usage_pct = 6.272

[place]
dp_slack_ns = -1.466
dp.cells = 348
port_buffers = 36
dpl.hpwl_um = 3535
placed_cell_area_um2 = 1588
gp_congestion = 0.7941

[power]
power.ir.vdd_worst_mv = 0.02586
leakage_nw = 0.9024
power.total_mw = 0.1878
p_per_area_nw_per_um2 = 111.0

[flow_run]
cap_viol_max_count = 0
warning_count = 129

[hold_path]
timing.hold.worst.start = "run_count_i[1]"
hp-class = "input pin to output pin"

[clock_tree]
ctsHoldBuffers = 0
-- final timing paths --
path / end / slack (ns) / cells past startpoint
max: done_o / -0.67 / 9
min: read_o / 1.32 / 5
-- power by group --
| part | internal, mW | switching (mW) |
|---|---|---|
| Combinational | 0.0982 | 0.0896 |
| Clock | 0.0000000704 | 0 |
| Sequential | 0 | 0 |
-- kinds of logic (layout without fill, tap and decap cells) --
logic type	after synthesis	in the layout	share of synthesized area, %
adder cells (fa/ha/maj)	2	2	1.869
XOR/XNOR	3	3	1.963
buffers and inverters	123	74	67.57
AND/OR/NAND/NOR	39	39	19.91
other	1	117	0.2801
AND-OR/OR-AND	11	11	6.823
multiplexers	2	2	1.589
-- worst min-delay path, cell delays in order --
cell and delay, ns:
sky130_fd_sc_hd__buf_2 0.14, sky130_fd_sc_hd__inv_2 0.08, sky130_fd_sc_hd__ha_4 0.13, sky130_fd_sc_hd__a41oi_2 0.11, sky130_fd_sc_hd__buf_2 0.10
-- repair_timing --
item,4_1_cts,5_1_grt
endpoints found under the hold margin,0,0
setup buffers,7,1
pin swaps,23,10
gates resized,90,8
gates cloned,0,0
endpoints found under the setup margin,3,3
-- cell usage after synthesis, drive strengths merged --
cell type,instances
a21oi,2
nand4b,1
a41oi,1
conb,1
or3,2
and3,2
nand3,1
mux2i,1
mux2,1
nand4,4
nor4,8
buf,118
a2111oi,1
ha,2
or2,1
o21ai,2
xor2,3
o41ai,2
a31oi,1
o2111a,1
inv,5
nor2b,1
nand2,2
nor3,6
o31ai,1
or4,3
nor2,8
-- cell type report --
type / count / area [um^2] / share of cell area, %
Antenna cell: 1 / 2.502 / 0.1478
Inverter: 5 / 18.77 / 1.109
Multi-Input combinational cell: 173 / 974.7 / 57.58
Tap cell: 108 / 135.1 / 7.982
Timing Repair Buffer: 69 / 561.8 / 33.19
-- cell usage in the layout (no fill, tap or decap), drive strengths merged --
master and n:
a2111oi 1, a21oi 2, a31oi 1, a41oi 1, and3 2, buf 44, clkbuf 2, clkdlybuf4s15 2
clkdlybuf4s50 2, conb 116, diode 1, dlygate4sd2 18, dlymetal6s2s 1, ha 2, inv 5, mux2 1
mux2i 1, nand2 2, nand3 1, nand4 4, nand4b 1, nor2 8, nor2b 1, nor3 6
nor4 8, o2111a 1, o21ai 2, o31ai 1, o41ai 2, or2 1, or3 2, or4 3
xor2 3
-- layer usage --
metal  share of wire (%)  vias up
met5                0.33        -
met4                   0        2
met3                 8.2        2
met2                  47       84
met1                  44      471
li1                    -      511
Power is estimated from default activity; no workload was simulated.
