==> design.v <==
module acc_core_mux
# (
    parameter IN_DATA_WIDTH = 8,
    parameter DWIDTH = IN_DATA_WIDTH * 4
)
(
    input clk, reset_n,
    input [IN_DATA_WIDTH - 1 : 0] number_i,
    input valid_i,
    input run_i,
    output valid_o,
    output [DWIDTH - 1 : 0] result_o
);
reg [DWIDTH - 1 : 0] result, result_n;
  always @(posedge clk, negedge reset_n) begin
    if (!reset_n) begin
      result <= {(DWIDTH){1'b0}};
    end else if (run_i) begin
      result <= {(DWIDTH){1'b0}};
    end else begin
      result <= result_n;
    end
  end
  always @(*) begin
    result_n = result;   
    if (valid_i) begin
      result_n = result + number_i;
    end
  end
  reg valid, valid_n;
  always @(posedge clk, negedge reset_n) begin
    if (!reset_n) begin
      valid <= 1'b0;
    end else if (run_i) begin
      valid <= 1'b0;
    end else begin
      valid <= valid_n;
    end
  end
  always @(*) begin
    valid_n = valid_i;
  end
  assign result_o = result;
  assign valid_o = valid;
endmodule
==> run.sh <==
#!/bin/bash
# OpenROAD 26Q1-2900-gdf79404cd8, Yosys 0.63+post, stock flow scripts
make -C /OpenROAD-flow-scripts/flow DESIGN_CONFIG=/design/flow/config.mk WORK_HOME=/design/flow/orfs finish
==> config.mk <==
export PLATFORM = sky130hd
export DESIGN_NAME = acc_core_mux
export DESIGN_NICKNAME = acc_core_mux
export VERILOG_FILES = /design/flow/design.v
export SDC_FILE = /design/flow/constraint.sdc
export NUM_CORES = 4
export LEC_CHECK = 1
export CORE_UTILIZATION = 40
==> constraint.sdc <==
current_design acc_core_mux

set clk_period 9.0
set clk_io_pct 0.2

create_clock -name clk0 -period $clk_period [get_ports {clk}]

set non_clock_inputs [all_inputs -no_clocks]
set_input_delay [expr $clk_period * $clk_io_pct] -clock clk0 $non_clock_inputs
set_output_delay [expr $clk_period * $clk_io_pct] -clock clk0 [all_outputs]
==> flow_summary.toml <==
# implementation run metrics
[clock_network]
post_cts_hold_buffer_count = 0
cts.path.max_buffers = 2
htree_num_levels = 2
latest_clock_arrival_within_the_worst_skew_pair_ns = 0.28
postCtsSetupRepairBufs = 0
tritoncts.num_buffers = 5
clkSlewWorstSetupHoldPaths_ns = 0.07
cts_tree = "built"
cts_root_buf = "clkbuf_8"
cts.sinks = 33
postCtsResizedCells = 0

[place]
routabilityCongestion = 0.785
dpl.hpwl_um = 3110
io_buffers = 44

[critical_path]
cp_data_arrival_time_ns = 4.47
crit_path_max_fanout = 16
end_kind = "flip-flop"
timing.critical_path.from_type = "input port"
worst_path_required_time_ns = 9.21
critPathKind = "input port to flip-flop"

[worst_hold_path]
timing.hold.worst.class = "flip-flop to flip-flop"

[global_routing]
grt_antenna_before_repair = 0
grt_usage = 0.195
grt_start_max_net_pins = 34
grt.overflow.total = 0
first_global_vias = 1531
grt_pass1_wl_um = 7660

[job]
cap_viol_max_count = 0
stage_log_warnings = 25

[floorplan]
core_um2 = 4500
floorplan.core_util = 0.429
die_h_um = 71.5
dieArea_um2 = 5120
die_outline_width_um = 71.5
ios = 45
core.rowCount = 24

[synthesis]
post_synth_instance_area_um2 = 1930
syn-instance-count = 209
synth_cell_type_count = 35
yosys_register_bits = 33
synth_sequential_area_ratio = 0.427
synth_top_flop_cell = "dfrtp_1"
enable_flop_cells = 0
synth_chip_area_um2 = 1930
synth_warn = 1
synth_async_sr_flop_share = 1.00
postSynthAreaPerCell_um2 = 9.25
ys_cells = 209

[finish]
areaGrowthSynthToFinish_pct = 29.1
fillerInstances = 405
logic_area_um2 = 1040
drive_above_1_share = 0.0512
sequential_cell_area_um2 = 826

[sta]
report.final.slew_viol_count = 0
hold_violations = 0
post-route-min-period_ns = 4.26
skew_ns = 0.00651
timing.final.crit_share = 0.474
setup_tns_ns = 0
max_freq_mhz = 235
grt_setup_unrepaired = "false"
max_slew_margin = 0.375
fin_worst_hold_slack_ns = 0.544
worst_slew_pin_slew_ns = 0.931
report.final.setup_viol = 0

[power]
power.density_nw_per_um2 = 133
worst_ir_drop_vdd_mv = 0.0950
cellLeakagePower_uw = 0.000979

[route]
num_antenna_cells = 0
detail_route.first_pass.iterations = 4
via_density = 5.61
drc = 0
route.antenna.remaining_nets = 0
vias = 1718
dr_iter_0_viols = 124
finalWirelength_um = 4540
average_wire_length_per_cell_after_detail_routing_um = 14.8

[status]
status = "complete, no violations"
per-stage QoR:
stage	power, uW	utilization	setup slack [ns]	instance area (um^2)	cells
after floorplan	204	-	5.27	1930	209
after global placement	233	0.538	4.63	2420	300
after detailed placement	233	0.538	4.55	2420	300
after CTS	336	0.554	4.83	2490	306
after global routing	354	0.554	4.65	2490	306
final	332	0.554	4.74	2490	306
registers in the layout, indices dropped and copies added, names as in the netlist:
signal	flops
result	32
valid	1
synthesized netlist by cell type (4+ instances only):
master | instances | area (um^2)
a21oi_1 | 24 | 120
a22o_1 | 5 | 43.8
clkbuf_1 | 4 | 15.0
dfrtp_1 | 33 | 826
ha_1 | 8 | 100
inv_1 | 8 | 30.0
nand2_1 | 12 | 45.0
nand3_1 | 11 | 55.1
nor2_1 | 16 | 60.1
o211ai_1 | 5 | 37.5
o21ai_0 | 13 | 65.1
o31ai_1 | 11 | 82.6
or3_1 | 6 | 37.5
or4_1 | 11 | 82.6
xnor2_1 | 7 | 61.3
xor2_1 | 5 | 43.8
cells in the final DEF, fill, tap and decap left out, types with 11 or more instances in the layout:
| cell type | netlist | layout |
|---|---|---|
| o21ai_0 | 13 | 13 |
| o31ai_1 | 11 | 11 |
| dfrtp_1 | 33 | 33 |
| a21oi_1 | 24 | 24 |
| nor2_1 | 16 | 16 |
| nand2_1 | 12 | 12 |
| nand3_1 | 11 | 11 |
| clkdlybuf4s50_1 | 0 | 44 |
| or4_1 | 11 | 11 |
worst paths after layout:
kind	endpoint	from	slack, ns	cells past startpoint
setup reg to reg	result[29]$_DFFE_PN0P_	result[7]$_DFFE_PN0P_	6.25	6
setup / recovery	result[29]$_DFFE_PN0P_	number_i[7]	4.74	7
min in group asynchronous	result[22]$_DFFE_PN0P_	reset_n	1.93	2
hold / removal	result[5]$_DFFE_PN0P_	result[5]$_DFFE_PN0P_	0.54	1
hold reg to reg	result[5]$_DFFE_PN0P_	result[5]$_DFFE_PN0P_	0.54	1
max in group asynchronous	result[10]$_DFFE_PN0P_	reset_n	6.76	2
per-layer routing:
metal  vias up  wire (um)  GRT usage
li1        869          -          -
met1       792       2410      0.332
met2        55       1870      0.272
met3         2        241     0.0414
met4         0         23     0.0218
met5         -          0          0
kinds of logic after synthesis:
kind of cell	after synthesis	share of synthesized area
xor+xnor	12	0.0544
compound gates	63	0.199
flops	33	0.427
buf+inv	16	0.0362
simple gates	73	0.205
mux	3	0.0162
fa+ha+maj	9	0.0621
critical path, stage by stage:
cell and delay, ns:
clkdlybuf4s50_1 0.40, ha_1 0.36, nand3_1 0.12, nor3_1 0.57, o21ai_1 0.48, or4_1 0.58, a21oi_1 0.15
power by group:
group | internal (uW) | switching (uW)
Clock | 50.8 | 51.4
Sequential | 154 | 5.03
Combinational | 35.2 | 35.8
final cells by class:
cell class,instances,area share
well taps,52,0.0261
clock buffers,5,0.0276
repair buffers,47,0.186
flip-flops and latches,33,0.331
inverters,8,0.0120
clock inverters,1,0.00201
multi-input cells,160,0.416
Power figures rest on the tool's default switching activity, not on a simulated workload.
